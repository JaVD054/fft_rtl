### flow/config.mk
export PLATFORM = sky130hd
export DESIGN_NAME = mul_float
export DESIGN_NICKNAME = mul_float
export VERILOG_FILES = /design/flow/design.v
export SDC_FILE = /design/flow/constraint.sdc
export NUM_CORES = 4
export LEC_CHECK = 1
export CORE_UTILIZATION = 50
### flow/constraint.sdc
current_design mul_float

set clk_period 29.7
set clk_io_pct 0.2

create_clock -name clk0 -period $clk_period

set non_clock_inputs [all_inputs -no_clocks]
set_input_delay [expr $clk_period * $clk_io_pct] -clock clk0 $non_clock_inputs
set_output_delay [expr $clk_period * $clk_io_pct] -clock clk0 [all_outputs]
### flow/design.v
module mul_float (
    input  wire [31:0] a,      
    input  wire [31:0] b,       
    output wire [31:0] result   
);
    wire sign_a     = a[31];
    wire sign_b     = b[31];
    wire [7:0] exp_a = a[30:23];
    wire [7:0] exp_b = b[30:23];
    wire [22:0] mant_a = a[22:0];
    wire [22:0] mant_b = b[22:0];
    wire [23:0] frac_a = (exp_a == 0) ? {1'b0, mant_a} : {1'b1, mant_a};
    wire [23:0] frac_b = (exp_b == 0) ? {1'b0, mant_b} : {1'b1, mant_b};
    wire sign_res = sign_a ^ sign_b;
    wire [8:0] exp_sum = exp_a + exp_b - 8'd127;
    wire [47:0] mant_prod;
    multiply #(.WIDTH(24)) mant_mult (
        .a(frac_a),
        .b(frac_b),
        .product(mant_prod)
    );
    wire norm = mant_prod[47];
    wire [7:0] exp_res = exp_sum + norm;
    wire [22:0] mant_res = norm ? mant_prod[46:24] : mant_prod[45:23];
    wire a_zero = (exp_a == 0) && (mant_a == 0);
    wire b_zero = (exp_b == 0) && (mant_b == 0);
    wire a_inf  = (exp_a == 8'hFF) && (mant_a == 0);
    wire b_inf  = (exp_b == 8'hFF) && (mant_b == 0);
    wire a_nan  = (exp_a == 8'hFF) && (mant_a != 0);
    wire b_nan  = (exp_b == 8'hFF) && (mant_b != 0);
    reg [31:0] res;
    always @(*) begin
        if (a_nan || b_nan) begin
            res = 32'h7FC00000;  
        end else if (a_inf || b_inf) begin
            if (a_zero || b_zero)
                res = 32'h7FC00000;  
            else
                res = {sign_res, 8'hFF, 23'd0};  
        end else if (a_zero || b_zero) begin
            res = {sign_res, 8'd0, 23'd0};  
        end else begin
            res = {sign_res, exp_res, mant_res};
        end
    end
    assign result = res;
endmodule
module multiply #(
    parameter WIDTH = 16
) (
    input  wire [WIDTH-1:0] a,
    input  wire [WIDTH-1:0] b,
    output wire [2*WIDTH-1:0] product
);
wire [2*WIDTH-1:0] partial [WIDTH-1:0];
wire [2*WIDTH-1:0] sum [WIDTH:0];
assign sum[0] = {2*WIDTH{1'b0}};
genvar i;
generate
    for (i = 0; i < WIDTH; i = i + 1) begin : PARTIALS
        assign partial[i] = b[i] ? (a << i) : {2*WIDTH{1'b0}};
        assign sum[i+1] = sum[i] + partial[i];
    end
endgenerate
assign product = sum[WIDTH];
endmodule
### flow/run.sh
#!/bin/bash
# OpenROAD 26Q1-2900-gdf79404cd8, Yosys 0.63+post, stock flow scripts
make -C /OpenROAD-flow-scripts/flow DESIGN_CONFIG=/design/flow/config.mk WORK_HOME=/design/flow/orfs finish
==> impl_table.tex <==
% Generated from flow reports
\begin{tabular}{lr}
\hline
Metric & Value \\
\hline
\multicolumn{2}{l}{\textbf{Status}} \\
Status & finished, final reports clean \\
\multicolumn{2}{l}{\textbf{Final layout}} \\
Top logic cell by instance count in the layout & sky130\_fd\_sc\_hd\_\_inv\_1 \\
Combined flip-flop and latch cell area & 0 µm² \\
Fraction of final layout cells sized beyond drive strength 1 & 0.0269 \\
Commonest non-fill, non-tap cells in the layout & 496 x sky130\_fd\_sc\_hd\_\_inv\_1, 486 x sky130\_fd\_sc\_hd\_\_fa\_1, 431 x sky130\_fd\_sc\_hd\_\_nand2\_1, 191 x sky130\_fd\_sc\_hd\_\_and2\_1, 170 x sky130\_fd\_sc\_hd\_\_ha\_1 \\
Comb gate area & 17,000 µm² \\
Relative area change from synthesis to final layout & 7.87\% \\
Post-route cell area & 20,800 µm² \\
Fill cell count & 3,515 \\
Layout sequential cell count & 0 \\
Final core utilization & 0.550 \\
Final-layout clock buffer total & 0 \\
Number of standard cells in the layout, taps in and fillers out & 2,776 \\
\multicolumn{2}{l}{\textbf{Clocking}} \\
CTS resizes & 0 \\
Post-CTS Repair Setup Buffers & 0 \\
Quantity of hold-fixing buffers added after cts & 0 \\
\multicolumn{2}{l}{\textbf{Synth}} \\
YS chip area & 19,300 µm² \\
Synth Cell Area & 19,300 µm² \\
Top cells, area & sky130\_fd\_sc\_hd\_\_fa\_1 50\%, sky130\_fd\_sc\_hd\_\_ha\_1 11\%, sky130\_fd\_sc\_hd\_\_inv\_1 9.7\% \\
Main logic family after synthesis & adder cells \\
Post-synthesis share of cell area spent on and-or and or-and gates & 0.0613 \\
Post-synth top area cell & sky130\_fd\_sc\_hd\_\_fa\_1 \\
YS warnings & 2 \\
Xor+xnor area frac & 0.0136 \\
Yosys simple share & 0.182 \\
FA/HA/MAJ Cells, Area Fraction & 0.615 \\
Cell count after synthesis & 2,233 \\
Post-synth cell types & 61 \\
Share of the yosys chip area belonging to registers & 0 \\
Share of synthesized area spent on multiplexers & 0.00779 \\
Proportion of netlist area held by the largest area contributor & 0.505 \\
Number of standard cells reported by yosys & 2,233 \\
Mean instance size in the synthesized netlist & 8.63 µm² \\
\multicolumn{2}{l}{\textbf{STA}} \\
Final WS setup & 8.47 ns \\
Top achievable clock speed & 47.1 MHz \\
Slew @ Worst Pin & 0.826 ns \\
Final number of max-transition violations & 0 \\
Setup violation total in the final timing report & 0 \\
Tmin final & 21.23 ns \\
WHS & 12.86 ns \\
Crit share post-route & 0.715 \\
Setup repair after global routing missed its margin & false \\
Slew margin rel. & 0.444 \\
Post-route setup TNS & 0 ns \\
Endpoints failing hold & 0 \\
\multicolumn{2}{l}{\textbf{Placed design}} \\
Placed wire-length estimate & 39,600 µm \\
Final weighted congestion of routability-driven global placement & 0.988 \\
Post-placement worst setup slack & 8.58 ns \\
Placed instance count & 2,776 \\
\# port buffers & 96 \\
Area after detailed placement & 20,800 µm² \\
\multicolumn{2}{l}{\textbf{Worst setup path}} \\
Cell at the slowest stage of the critical path & sky130\_fd\_sc\_hd\_\_fa\_1 \\
Critical path startpoint & b[28] \\
Critical path peak fanout & 34 \\
Cell repeated most along the worst path & sky130\_fd\_sc\_hd\_\_fa\_1 \\
Largest stage delay on the critical path & 0.51 ns \\
Cell family with the largest share of critical-path delay & adder cells \\
Data arrival time of the critical path & 15.29 ns \\
Critical path startpoint category & primary input \\
Crit end category & output port \\
Type of the worst setup path & primary input to output port \\
Buffers \& Inverters on Critical Path & 10 \\
Required time at the worst-slack endpoint & 23.76 ns \\
\multicolumn{2}{l}{\textbf{Route}} \\
Number of remaining DRC errors & 0 \\
Diodes inserted & 0 \\
Final Routed Wirelength & 52,300 µm \\
WL per Instance & 18.9 µm \\
Drt first pass iters & 5 \\
Initial drt markers & 616 \\
ANT nets after route & 0 \\
Overall via count from detail\_route & 14,961 \\
Via count normalized by instance count & 5.39 \\
\multicolumn{2}{l}{\textbf{Job}} \\
Number of logged tool warnings & 32 \\
Max-cap viol count & 0 \\
\multicolumn{2}{l}{\textbf{GRT}} \\
Maximum number of pins on one net before global-route repair & 35 \\
Vias in the first global route & 15,896 \\
Remaining global-route overflow & 0 \\
Overall track demand over capacity in global routing & 0.306 \\
Global-route wire length before repair & 85,100 µm \\
Antenna violations before repair & 0 \\
\multicolumn{2}{l}{\textbf{Floorplanning}} \\
Die Span X & 198 µm \\
Std cell rows & 71 \\
Vertical die dimension & 198 µm \\
Floorplan Utilization & 0.509 \\
Die area & 39,300 µm² \\
Placeable core area & 37,800 µm² \\
Count of pins on the block boundary & 96 \\
\multicolumn{2}{l}{\textbf{Min path}} \\
Class of the tightest hold or removal check & primary input to output port \\
Beginning of the worst hold path & a[31] \\
\hline
\end{tabular}
-- per-layer routing --
layer	track usage	routed length, µm	part of all wire
met1	0.438	20600	0.39
met5	0.00255	0	0
met4	0.0764	1580	0.030
met3	0.0892	4210	0.080
met2	0.485	25900	0.50
-- worst min-delay path: stages --
cell and delay [ns]:
sky130_fd_sc_hd__clkdlybuf4s50_1 0.41, sky130_fd_sc_hd__xnor2_1 0.13, sky130_fd_sc_hd__nor2_1 0.04, sky130_fd_sc_hd__clkdlybuf4s50_1 0.40
-- area by class of cell --
class                           count  share of cell area
Multi-Input combinational cell   1624               0.816
Inverter                          496              0.0895
Timing Repair Buffer              145              0.0639
Tap cell                          511              0.0307
-- kinds of logic after synthesis --
family | Yosys count
fa+ha+maj | 656
mux | 15
simple gates | 747
compound gates | 176
xor+xnor | 30
buf+inv | 609
-- final timing paths --
| check | depth (start not counted) | to |
|---|---|---|
| setup / recovery | 37 | result[30] |
| hold / removal | 4 | result[31] |
-- cell usage after synthesis (15+ instances only) --
cell type                    n
sky130_fd_sc_hd__and2_1    191
sky130_fd_sc_hd__a21o_1     18
sky130_fd_sc_hd__fa_1      486
sky130_fd_sc_hd__mux2i_1    15
sky130_fd_sc_hd__nand2_1   431
sky130_fd_sc_hd__ha_1      170
sky130_fd_sc_hd__xnor2_1    23
sky130_fd_sc_hd__nand4_1    15
sky130_fd_sc_hd__o21ai_0    35
sky130_fd_sc_hd__nor4_1     15
sky130_fd_sc_hd__a21oi_1    53
sky130_fd_sc_hd__inv_1     496
sky130_fd_sc_hd__nor2_1     36
sky130_fd_sc_hd__nand3_1    15
sky130_fd_sc_hd__clkbuf_1  106
