[./run.sh]
#!/bin/bash
# OpenROAD 26Q1-2900-gdf79404cd8, Yosys 0.63+post, stock flow scripts
make -C /OpenROAD-flow-scripts/flow DESIGN_CONFIG=/design/flow/config.mk WORK_HOME=/design/flow/orfs finish
[./config.mk]
export PLATFORM = sky130hd
export DESIGN_NAME = mul_signed
export DESIGN_NICKNAME = mul_signed
export VERILOG_FILES = /design/flow/design.v
export SDC_FILE = /design/flow/constraint.sdc
export NUM_CORES = 4
export LEC_CHECK = 1
export CORE_UTILIZATION = 40
[./constraint.sdc]
current_design mul_signed

set clk_period 9.0
set clk_io_pct 0.2

create_clock -name clk0 -period $clk_period [get_ports {clkin}]

set non_clock_inputs [all_inputs -no_clocks]
set_input_delay [expr $clk_period * $clk_io_pct] -clock clk0 $non_clock_inputs
set_output_delay [expr $clk_period * $clk_io_pct] -clock clk0 [all_outputs]
[./design.v]
module mul_signed #(
    parameter WIDTH = 8
) (
    input clkin,
    input signed [WIDTH-1:0] a_in,
    input signed [WIDTH-1:0] b_in,
    output ready,
    output sign,
    output reg [2*WIDTH-2:0] product
);
    reg prod_ready;
    reg [WIDTH-1:0] a_temp;
    reg [WIDTH-1:0] b_temp;
    reg [2*WIDTH-2:0] product_op;
    reg [WIDTH-1:0] b_op;
    reg [2*WIDTH-2:0] a_op;
    wire [WIDTH-1:0] a_abs = a_in[WIDTH-1] ? -a_in : a_in;
    wire [WIDTH-1:0] b_abs = b_in[WIDTH-1] ? -b_in : b_in;
    initial begin
        a_temp = 0;
        b_temp = 0;
        prod_ready = 0;
    end
    assign new_vlaue = a_in != a_temp || b_in != b_temp;
    assign ready = prod_ready && !new_vlaue;
    assign sign = a_in[WIDTH-1] ^ b_in[WIDTH-1];
    always @(posedge clkin) begin
        if (new_vlaue) begin
            a_temp <= a_in;
            b_temp <= b_in;
            if (a_abs > b_abs) begin
                a_op <= a_abs;
                b_op <= b_abs;
            end else begin
                a_op <= b_abs;
                b_op <= a_abs;
            end
            product_op <= 0;
            prod_ready <= 0;
        end
        else if (!prod_ready) begin
            if (b_op != 0) begin
                if (b_op[0])
                    product_op <= product_op + a_op;
                a_op <= a_op << 1;
                b_op <= b_op >> 1;
            end
            else begin
                product <= sign ? -product_op : product_op;
                prod_ready <= 1;
            end
        end
    end
endmodule
==> impl_metrics.py <==
# Generated from Yosys and OpenROAD reports
metrics = {
    "run_status": {
        "status": "completed",
    },
    "place": {
        "io_buffer_count": 33,
        "post_dp_cell_area_mm2": 0.00473,
        "detailedPlacementHpwl_um": 5810,
        "place.gp.congestion": 0.854,
    },
    "setup_path": {
        "worstPathRequired_ps": 7200,
        "timing.critical_path.to_type": "output pin",
        "critical_path_data_arrival_time_ps": 3850,
        "worstPathMaxFanout": 11,
        "start_kind": "primary input",
        "criticalPathCategory": "in -> out",
    },
    "global_routing": {
        "antenna_found_initial": 0,
        "vias_in_the_first_global_route": 2832,
        "wire_length_of_the_first_global_routing_pass_um": 13500,
        "grt.total_usage": 0.158,
        "gr-total-overflow": 0,
        "grt_start_max_net_pins": 71,
    },
    "finish": {
        "finish.instance_area_mm2": 0.00495,
        "lay_top_cells": "sky130_fd_sc_hd__edfxtp_1, sky130_fd_sc_hd__nor2_1, sky130_fd_sc_hd__nand2_1",
        "register_area_mm2": 0.00194,
        "layout_overhead_on_the_synthesized_area_pct": 16.2,
        "fillers": 922,
        "post_route_cells_drive_above_1_share": 0.0991,
        "layout_top_cell_excl_fill_tap": "sky130_fd_sc_hd__edfxtp_1",
        "multi_input_comb_area_mm2": 0.00214,
    },
    "floorplan": {
        "core_region_area_mm2": 0.0103,
        "fp-row-count": 37,
        "die.size.x_um": 105,
        "die_height_um": 105,
        "effective_utilization_at_floorplan": 0.413,
        "die_area_mm2": 0.0111,
        "design.portCount": 34,
    },
    "yosys": {
        "per_instance_average_area_after_synthesis_um2": 10.0,
        "fraction_of_the_yosys_area_taken_by_sequential_cells": 0.456,
        "synth-edff-count": 54,
        "yosysChipArea_mm2": 0.00426,
        "ys.flops": 70,
        "mappedNetlistArea_mm2": 0.00426,
        "post_synth_num_cell_types": 49,
        "async_flop_share": 0,
        "syn_inst": 425,
        "yosys_cells": 425,
        "synth_warnings": 2,
        "area_leaders": "sky130_fd_sc_hd__edfxtp_1, sky130_fd_sc_hd__dfxtp_1, sky130_fd_sc_hd__ha_1, sky130_fd_sc_hd__xor2_1, sky130_fd_sc_hd__a21oi_1",
        "top_area_frac": 0.380,
        "yosys.area.top_type": "sky130_fd_sc_hd__edfxtp_1",
        "synth-main-ff-cell": "sky130_fd_sc_hd__edfxtp_1",
    },
    "drt": {
        "detailedRoute.firstIterationViolations": 125,
        "dr_total_vias": 3072,
        "drt_drc_violations_left": 0,
        "post_drt_wl_per_cell_um": 13.4,
        "num_antenna_cells": 0,
        "drt-vias-per-instance": 5.12,
        "drt-pass1-iter-count": 4,
        "antenna_violating_nets_post_route": 0,
        "drt_wirelength_um": 8040,
    },
    "final_timing": {
        "timing.final.setup_violations": 0,
        "worst_slew_pin_slew_ps": 763,
        "maxSlewHeadroom": 0.492,
        "rsz0062_at_grt": "false",
        "final.period_utilization": 0.627,
        "slew_violations": 0,
        "finalHoldViolations": 0,
        "fin_skew_ps": 6.28,
        "clock.fmax_mhz": 177,
        "finalWorstPathRequiredPeriod_ps": 5650,
        "setup_total_negative_slack_ps": 0,
    },
    "clock_tree": {
        "cts_resized": 0,
        "cts_max_path_buffers": 2,
        "ctsRootBufferMaster": "sky130_fd_sc_hd__clkbuf_8",
        "cts_clock_pin_slew_for_the_worst_setup_and_hold_paths_ps": 80,
        "tritoncts": "done",
        "clk-insertion-delay-late_ps": 340,
        "cts.sink_count": 70,
        "htree_num_levels": 3,
        "post-cts-setup-buffers": 0,
        "numCtsBuffers": 9,
        "ctsHoldBuffers": 0,
    },
    "pwr": {
        "vdd.ir_drop.worst_v": 0.0000913,
        "powerDensity_mw_per_mm2": 164,
        "p_leak_nw": 1.94,
    },
    "worst_hold_path": {
        "holdCritPathClass": "reg -> reg",
    },
    "flow_run": {
        "cap_viol_max_count": 0,
        "stage_log_warnings": 25,
    },
}
## final timing paths
check	from	endpoint	slack, ps	cells past startpoint
worst min register to register	product_op[6]$_SDFFE_PN0P_	product_op[6]$_SDFFE_PN0P_	520	2
worst max-delay path	a_in[7]	sign	3350	4
worst max register to register	product_op[0]$_SDFFE_PN0P_	product_op[14]$_SDFFE_PN0P_	6440	10
worst min-delay path	product_op[6]$_SDFFE_PN0P_	product_op[6]$_SDFFE_PN0P_	520	2
## report_power, final
group	switching, mW	internal, mW
registers	0.0131	0.371
clock network	0.118	0.163
logic	0.0766	0.0691
total	0.208	0.603
## per-stage QoR
stage | cells | hold WS, ps | total power [mW] | utilization | worst slack, ps
3_5_place_dp | 584 | 505 | 0.536 | 0.458 | 3390
3_3_place_gp | 584 | 503 | 0.535 | 0.458 | 3410
4_1_cts | 600 | 517 | 0.820 | 0.480 | 3390
2_1_floorplan | 425 | 473 | 0.500 | - | 4060
6_report | 600 | 519 | 0.811 | 0.480 | 3350
5_1_grt | 600 | 547 | 0.851 | 0.480 | 3180
## metal layers
metal / track usage / up-vias / wire length (um)
met5: 0 / - / 0
met4: 0.0151 / 0 / 60
met3: 0.0303 / 5 / 395
met2: 0.265 / 79 / 3950
met1: 0.232 / 1410 / 3640
li1: - / 1578 / -
## layout make-up
type | instances | area share
Clock buffer | 10 | 0.0278
Clock inverter | 6 | 0.0172
Inverter | 29 | 0.0220
Sequential cell | 70 | 0.392
Tap cell | 136 | 0.0343
Timing Repair Buffer | 38 | 0.0742
Multi-Input combinational cell | 311 | 0.433
## sequential cells by signal, indices dropped and copies added (netlist names)
name,count
b_temp,8
a_op,15
prod_ready,1
product_op,15
a_temp,8
b_op,8
product,15
## cell usage after synthesis (5+ instances only)
library cell and count:
sky130_fd_sc_hd__a21oi_1 37, sky130_fd_sc_hd__a21oi_2 6, sky130_fd_sc_hd__buf_2 8, sky130_fd_sc_hd__dfxtp_1 16, sky130_fd_sc_hd__edfxtp_1 54, sky130_fd_sc_hd__ha_1 25, sky130_fd_sc_hd__inv_1 29, sky130_fd_sc_hd__mux2_2 6
sky130_fd_sc_hd__mux2_4 5, sky130_fd_sc_hd__mux2i_1 6, sky130_fd_sc_hd__nand2_1 38, sky130_fd_sc_hd__nand3_1 6, sky130_fd_sc_hd__nand4_1 5, sky130_fd_sc_hd__nor2_1 45, sky130_fd_sc_hd__nor2b_1 6, sky130_fd_sc_hd__nor3_1 6
sky130_fd_sc_hd__nor4_1 9, sky130_fd_sc_hd__o21ai_0 13, sky130_fd_sc_hd__o21ai_1 6, sky130_fd_sc_hd__o31ai_1 5, sky130_fd_sc_hd__xnor2_1 14, sky130_fd_sc_hd__xor2_1 32
## kinds of logic after synthesis
group	Yosys count	synth area share
AOI/OAI and AO/OA	85	0.123
xor gates and xnor gates	47	0.0983
adders and majority gates	26	0.0781
buffers and inverters	44	0.0429
DFF	70	0.456
muxes	17	0.0475
and+or+nand+nor	136	0.154
## critical path, cell delays in order
cell and delay [ps]:
sky130_fd_sc_hd__clkdlybuf4s50_1 610, sky130_fd_sc_hd__xnor2_1 620, sky130_fd_sc_hd__inv_1 330, sky130_fd_sc_hd__clkdlybuf4s50_1 480
Power is estimated from default activity; no workload was simulated.
