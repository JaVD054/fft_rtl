<file path="design/flow/run.sh">
#!/bin/bash
# OpenROAD 26Q1-2900-gdf79404cd8, Yosys 0.63+post, stock flow scripts
make -C /OpenROAD-flow-scripts/flow DESIGN_CONFIG=/design/flow/config.mk WORK_HOME=/design/flow/orfs finish
</file>
<file path="design/flow/config.mk">
export PLATFORM = sky130hd
export DESIGN_NAME = mul_double
export DESIGN_NICKNAME = mul_double
export VERILOG_FILES = /design/flow/design.v
export SDC_FILE = /design/flow/constraint.sdc
export NUM_CORES = 4
export LEC_CHECK = 1
export CORE_UTILIZATION = 50
</file>
<file path="design/flow/constraint.sdc">
current_design mul_double

set clk_period 41.8
set clk_io_pct 0.2

create_clock -name clk0 -period $clk_period

set non_clock_inputs [all_inputs -no_clocks]
set_input_delay [expr $clk_period * $clk_io_pct] -clock clk0 $non_clock_inputs
set_output_delay [expr $clk_period * $clk_io_pct] -clock clk0 [all_outputs]
</file>
<file path="design/flow/design.v">
module mul_double (
    input  wire [63:0] a,      
    input  wire [63:0] b,       
    output wire [63:0] result   
);
    wire sign_a     = a[63];
    wire sign_b     = b[63];
    wire [10:0] exp_a = a[62:52];
    wire [10:0] exp_b = b[62:52];
    wire [51:0] mant_a = a[51:0];
    wire [51:0] mant_b = b[51:0];
    wire [52:0] frac_a = (exp_a == 0) ? {1'b0, mant_a} : {1'b1, mant_a};
    wire [52:0] frac_b = (exp_b == 0) ? {1'b0, mant_b} : {1'b1, mant_b};
    wire sign_res = sign_a ^ sign_b;
    wire [12:0] exp_sum = exp_a + exp_b - 11'd1023;
    wire [105:0] mant_prod;
    multiply #(.WIDTH(53)) mant_mult (
        .a(frac_a),
        .b(frac_b),
        .product(mant_prod)
    );
    wire norm = mant_prod[105];
    wire [10:0] exp_res = exp_sum + norm;
    wire [51:0] mant_res = norm ? mant_prod[104:53] : mant_prod[103:52];
    wire a_zero = (exp_a == 0) && (mant_a == 0);
    wire b_zero = (exp_b == 0) && (mant_b == 0);
    wire a_inf  = (exp_a == 11'h7FF) && (mant_a == 0);
    wire b_inf  = (exp_b == 11'h7FF) && (mant_b == 0);
    wire a_nan  = (exp_a == 11'h7FF) && (mant_a != 0);
    wire b_nan  = (exp_b == 11'h7FF) && (mant_b != 0);
    reg [63:0] res;
    always @(*) begin
        if (a_nan || b_nan) begin
            res = 64'h7FF8000000000000;  
        end else if (a_inf || b_inf) begin
            if (a_zero || b_zero)
                res = 64'h7FF8000000000000;  
            else
                res = {sign_res, 11'h7FF, 52'd0};  
        end else if (a_zero || b_zero) begin
            res = {sign_res, 11'd0, 52'd0};  
        end else begin
            res = {sign_res, exp_res, mant_res};
        end
    end
    assign result = res;
endmodule
module multiply #(
    parameter WIDTH = 16
) (
    input  wire [WIDTH-1:0] a,
    input  wire [WIDTH-1:0] b,
    output wire [2*WIDTH-1:0] product
);
wire [2*WIDTH-1:0] partial [WIDTH-1:0];
wire [2*WIDTH-1:0] sum [WIDTH:0];
assign sum[0] = {2*WIDTH{1'b0}};
genvar i;
generate
    for (i = 0; i < WIDTH; i = i + 1) begin : PARTIALS
        assign partial[i] = b[i] ? (a << i) : {2*WIDTH{1'b0}};
        assign sum[i+1] = sum[i] + partial[i];
    end
endgenerate
assign product = sum[WIDTH];
endmodule
</file>
==> GITHUB_STEP_SUMMARY <==
## Synthesis and layout report

| Metric | Value |
|---|---|
| Status | complete, no violations |
| Cell count after synthesis | 9940 |
| Post-DP HPWL | 238 mm |
| Final std cells w/o fill | 12000 |
| Worst-path fanout max | 60 |
| Pre-antenna DRT Iters | 6 |
| Routability Congestion | 1.07 |
| Cell Area, Synth | 87300 um2 |
| Largest net degree at the start of global routing | 61 |
| Top cell excl fill/tap | fa_1 |
| Yosys cell types | 78 |
| 1st-iter DRT viols | 3235 |
| Final hold vios | 0 |
| Row count | 153 |
| Most common logic cells in the final layout | fa_1, inv_1, nand2_1 |
| Critical path's largest stage delay | 1.13 ns |
| Crit path DRT | 33.44 ns |
| Detail Route Antenna Nets | 0 |
| Logic area | 75600 um2 |
| Pwr dens | 590 nW/um2 |
| Unrepaired setup endpoints after global routing | false |
| Crit-path most repeated cell | fa_1 |
| Dpl cells | 12000 |
| Max_cap viols | 0 |
| Fmax | 33.7 MHz |
| Registers | 0 |
| Switching share of power | 63.2% |
| Die area | 176000 um2 |
| Init Core Util | 50.3% |
| Die extent in y | 420 um |
| Startpoint Class | primary input |
| Hold Crit Class | in2out |
| Setup violators final | 0 |
| Hold-fix buffers at CTS | 0 |
| Synth Seq Share | 0% |
| Tmin final | 29.65 ns |
| Vias in the first global route | 74300 |
| DR DRC count | 0 |
| Slew Limit Headroom | 12.0% |
| Fill count | 15900 |
| Tot GR Track Use | 39.2% |
| First-pass GRT wire length | 459 mm |
| Worst Max-Slew Pin Slew | 1.30 ns |
| Synthesis-to-finish area growth | 3.81% |
| Synthesis Warnings | 2 |
| Antenna violations before repair | 13 |
| Synth Area per Inst | 8.79 um2 |
| IO Count | 192 |
| Core area | 174000 um2 |
| Share of post-route cells with drive strength above 1 | 3.51% |
| Final slew viol count | 0 |
| Sw Pwr | 33.8 mW |
| Max VDD drop | 1290 uV |
| Yosys cell count | 9940 |
| Pre-CTS setup slack | 12.51 ns |
| Leak Pwr | 46.5 nW |
| Setup ws final | 12.15 ns |
| Register area | 0 um2 |
| Wire length per cell | 25.1 um |
| Global route overflow | 0 |
| Postcts setup bufs | 0 |
| WP data arrival | 21.29 ns |
| Worst Setup Path Type | in2out |
| Fin crit share | 70.9% |
| Chip Width | 420 um |
| Routed vias | 65800 |
| Port Buf Inserts | 192 |
| Setup_tns | 0 ns |
| DR vias/cell | 5.48 |
| Crit end category | output port |
| Pint | 19.7 mW |
| Crit-path slowest cell | o311ai_1 |
| Tool Warnings | 32 |
| Routed WL | 301 mm |
| Yosys Chip Area | 87300 um2 |
| # clk buffers | 0 |
| PostCTS Resize Cnt | 0 |
## kinds of logic after synthesis
family / synth area share (%)
buffers and inverters: 13.4
adder cells (fa/ha/maj): 66.5
AND/OR/NAND/NOR: 16.3
AND-OR/OR-AND: 2.79
multiplexers: 0.358
XOR/XNOR: 0.680
## worst max-delay path, delay by kind of cell
family | cells | cell delay (ns)
fa+ha+maj | 11 | 5.51
compound gates | 12 | 3.34
xor+xnor | 2 | 0.30
buf+inv | 5 | 1.64
simple gates | 7 | 2.07
## through the flow
stage / cell area [um2] / utilization [%] / hold WS, ns / total power [mW]
CTS: 90700 / 52.2 / 17.80 / 53.4
global route: 90700 / 52.2 / 17.83 / 57.9
detailed placement: 90700 / 52.2 / 17.79 / 53.0
finish: 90700 / 52.2 / 17.79 / 53.5
global placement: 90700 / 52.2 / 17.78 / 53.0
floorplan: 87300 / - / 16.88 / 32.1
## metal layers
layer  GRT usage, %  wire length [um]  share of wire (%)
met2           60.7            147000                 49
met5           3.25               719               0.24
met4           17.9             19500                6.5
met1           46.0             93700                 31
met3           20.5             40200                 13
## cell type report
type / instances / area share [%]
antenna: 7 / 0.0193
tap: 2325 / 3.21
multi-input combinational: 6828 / 83.4
timing repair buffer: 398 / 3.26
inverter: 2436 / 10.1
## cell usage after synthesis (10+ instances only)
cell / count / share of area [%]
a21oi_1: 149 / 0.85
xnor2_1: 40 / 0.40
clkbuf_1: 651 / 2.8
o21ai_0: 75 / 0.43
nand2b_1: 12 / 0.086
or3_1: 11 / 0.079
inv_1: 2435 / 10
nand4_1: 53 / 0.38
nor2_1: 94 / 0.40
fa_1: 2603 / 60
o21bai_1: 21 / 0.18
nor4_1: 42 / 0.30
nand3_1: 35 / 0.20
o21a_1: 10 / 0.086
nand2_1: 2367 / 10
nor3_1: 24 / 0.14
ha_1: 474 / 6.8
mux2i_1: 29 / 0.33
and2_1: 593 / 4.2
buf_2: 20 / 0.11
a21o_1: 27 / 0.23
xor2_1: 26 / 0.26
## worst paths after layout
path | start | to | slack (ns) | depth (start not counted)
setup / recovery | b[52] | result[62] | 12.15 | 37
hold / removal | b[63] | result[63] | 17.79 | 4
No activity file was given, so power comes from the tool's default toggle rates.
